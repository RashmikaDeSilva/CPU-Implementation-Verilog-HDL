==> /design/flow/design.v <==
`timescale 1ns/100ps
module Instruct_Cache_Controller(INSTRUCT_ADDRESS, INSTRUCT_MEM_BUSYWAIT, INSTRUCT_MEM_READDATA, INSTRUCT_CACHE_BUSYWAIT, INSTRUCT_MEM_READENABLE, INSTRUCTION, INSTRUCT_MEM_ADDRESS, CLK, RESET);
    input CLK, RESET;
    input INSTRUCT_MEM_BUSYWAIT; 
    input [9:0] INSTRUCT_ADDRESS;
    input [127:0] INSTRUCT_MEM_READDATA;
    output reg INSTRUCT_CACHE_BUSYWAIT, INSTRUCT_MEM_READENABLE;
    output reg [31:0] INSTRUCTION;
    output reg [5:0] INSTRUCT_MEM_ADDRESS;
    wire Cache_HIT;                     
    wire Activator;
    reg [127:0] Cache_table [7:0];        
    reg [2:0] Tag_array [7:0];           
    reg [7:0] ValidBit_array;            
    wire [2:0] TAG;
    wire VALID;
    integer i;
    assign Activator = (RESET) ? 0 : 1;
    always @ (RESET) begin
      if(RESET) begin
        for(i=0; i<8; i = i+1) begin
            ValidBit_array[i] = 1'b0;
        end
      end
    end
    assign #1 TAG = Tag_array[INSTRUCT_ADDRESS[6:4]];             
    assign #1 VALID = ValidBit_array[INSTRUCT_ADDRESS[6:4]];      
    always @ (INSTRUCT_ADDRESS) begin
        INSTRUCT_CACHE_BUSYWAIT = 1'b1;
    end
    assign #0.9 Cache_HIT = (TAG == INSTRUCT_ADDRESS[9:7] && VALID) ? 1 : 0;
    always @ (*) begin
        #1
        case(INSTRUCT_ADDRESS[3:2])
            2'b00: begin INSTRUCTION = Cache_table[INSTRUCT_ADDRESS[6:4]][31:0]; end
            2'b01: begin INSTRUCTION = Cache_table[INSTRUCT_ADDRESS[6:4]][63:32]; end
            2'b10: begin INSTRUCTION = Cache_table[INSTRUCT_ADDRESS[6:4]][95:64]; end
            2'b11: begin INSTRUCTION = Cache_table[INSTRUCT_ADDRESS[6:4]][127:96]; end
        endcase
    end  
    always @ (posedge CLK) begin
        if(Cache_HIT) begin
            INSTRUCT_CACHE_BUSYWAIT = 1'b0;                   
        end
    end
    always @ (INSTRUCT_MEM_READDATA, INSTRUCT_MEM_BUSYWAIT) begin
        if(!INSTRUCT_MEM_BUSYWAIT) begin
            #1
            Cache_table[INSTRUCT_ADDRESS[6:4]] = INSTRUCT_MEM_READDATA;          
            Tag_array[INSTRUCT_ADDRESS[6:4]] = INSTRUCT_ADDRESS[9:7];            
            ValidBit_array[INSTRUCT_ADDRESS[6:4]] = 1'b1;                        
            INSTRUCT_MEM_READENABLE = 1'b0;                                      
        end
    end
    always @ (posedge CLK) begin
        if(!Cache_HIT) begin
            INSTRUCT_MEM_READENABLE = 1'b1;
            INSTRUCT_MEM_ADDRESS = INSTRUCT_ADDRESS[9:4];
        end
    end
endmodule
==> /design/flow/run.sh <==
#!/bin/bash
# OpenROAD 26Q1-2900-gdf79404cd8, Yosys 0.63+post, stock flow scripts
make -C /OpenROAD-flow-scripts/flow DESIGN_CONFIG=/design/flow/config.mk WORK_HOME=/design/flow/orfs finish
==> /design/flow/config.mk <==
export PLATFORM = sky130hd
export DESIGN_NAME = Instruct_Cache_Controller
export DESIGN_NICKNAME = Instruct_Cache_Controller
export VERILOG_FILES = /design/flow/design.v
export SDC_FILE = /design/flow/constraint.sdc
export NUM_CORES = 4
export LEC_CHECK = 1
export CORE_UTILIZATION = 30
==> /design/flow/constraint.sdc <==
current_design Instruct_Cache_Controller

set clk_period 28.5
set clk_io_pct 0.2

create_clock -name clk0 -period $clk_period [get_ports {CLK}]

set non_clock_inputs [all_inputs -no_clocks]
set_input_delay [expr $clk_period * $clk_io_pct] -clock clk0 $non_clock_inputs
set_output_delay [expr $clk_period * $clk_io_pct] -clock clk0 [all_outputs]
==> run summary <==
Vias in the first global route -> 16557
Clk root buf -> clkbuf_16
Postcts setup bufs -> 0
Critical Path Max Stage Delay -> 0.75 ns
DRC -> 0
Main logic family -> AND-OR/OR-AND gates
Cell Area, Synth -> 25000 um2
Yosys xor share -> 0.00105
Max-slew violations -> 0
Pin count of the biggest net entering global routing -> 80
Hold-fix buffers, CTS -> 0
Yosys warns -> 13
Post-synth EDFFs -> 6
Distinct lib cells -> 63
Setup Crit Path Kind -> in -> out
Register pins left without a clock -> 1039
Number of placed instances, taps included -> 3402
Clock group share of total power -> 0.061
Yosys Chip Area -> 25000 um2
Clock slew at reported path FFs -> 0.03 ns
Core area -> 82200 um2
GRT Total Usage -> 0.182
Comb power frac -> 0.570
Die area -> 84400 um2
Initial antenna violation count -> 22
Number of nets with antenna violations after routing -> 0
Share of cells above drive strength 1 -> 0.0921
Slowest CP cell -> buf_4
CTS max path bufs -> 2
DR vias -> 17351
PostCTS Resize Cnt -> 0
Die height -> 291 um
Worst slew margin -> 0.462
Post-synth top cells -> dlxtn_1, o21ai_0, mux2i_1
Syn avg cell area -> 11.0 um2
Critical Path AT -> 10.40 ns
CTS H-tree lvls -> 1
TritonCTS buffer count -> 3
RD Place Congestion -> 0.813
Row cnt -> 105
Placed wire-length estimate -> 46100 um
Critical path capture point type -> output pin
RSZ-0062 raised after global routing -> false
Final hold slack -> 6.00 ns
CP startpoint kind -> primary input
Post-synth top area cell -> dlxtn_1
Post-Synth Adder-Cell Area -> 0
# Cells Yosys -> 2271
Area Growth Syn to Fin -> 11.3%
Fraction of registers with async set/reset -> 0
Post-Layout Cell Count -> 3410
IO Pins -> 181
Setup tns final -> 0 ns
Most used cell, CP -> buf_4
Psw -> 0.139 mW
Endpoints left unconstrained -> 1039
Mux frac, synth -> 0.106
CP max FO -> 68
Vias/cell -> 5.09
Largest type area fraction -> 0.624
Top area cell types -> dlxtn_1, mux2i_1, mux2_2
Routed Wire Length -> 75500 um
Pwr per Cell Area -> 13.2 nW/um2
Sequential Power Share -> 0.369
#FFs+latches synth -> 1045
Simple share -> 0.0488
CP cell instances -> clkbuf_8 > buf_4 > buf_4 > or3_4 > buf_4 > o21ai_0 > o32a_1 > a31oi_1 > clkdlybuf4s50_1
Period Utilization, post-route -> 0.565
Final Hold Fails -> 0
TritonCTS clock tree -> yes
Final min period -> 16.10 ns
Drt pass-1 iters -> 7
Wire per inst -> 22.1 um
Fp util -> 0.304
Maxcap violations -> 0
Switching Fraction -> 0.377
Tool Warnings -> 28
Worst slew pin tran -> 0.806 ns
Delay-heaviest family, CP -> buffers and inverters
Die width -> 291 um
Max Freq -> 0.0621 GHz
Lkg Pwr -> 12.4 nW
Initial detailed-routing violation count -> 1033
Count leader, synth -> dlxtn_1
Final setup fails -> 0
P_int -> 0.229 mW
# port buffers -> 175
Synth Flop Type -> dlxtn_1
Worst vdd ir -> 0.0146 mV
First-pass GRT wire length -> 113000 um
Aoi share -> 0.174
Worst Hold Class -> in -> reg
Total grt overflow -> 0
Syn Inst Count -> 2271
Fill count -> 8279
Status -> finished, final reports clean
Buf/Inv on CP -> 5
Total chip power -> 0.368 mW
Critical Path RT -> 22.80 ns
-- area by class of cell --
type | count | area (um2) | area share
Antenna cell | 5 | 12.5 | 0.000450
Sequential cell | 1045 | 15800 | 0.568
Clock buffer | 3 | 75.1 | 0.00270
Inverter | 21 | 83.8 | 0.00302
Tap cell | 1070 | 1340 | 0.0482
Multi-Input combinational cell | 1039 | 8350 | 0.300
Timing Repair Buffer | 227 | 2160 | 0.0776
-- cell usage in the layout (no fill, tap or decap), types with 6 or more instances in the layout --
cell type,n
o221ai_1,43
clkdlybuf4s50_1,172
nor2b_1,47
mux2_2,66
o21a_1,10
o21ai_0,135
inv_1,18
a222oi_1,11
o221a_2,36
a221oi_1,77
a31oi_1,13
or2_1,6
nand2_4,7
mux2_1,6
o211ai_1,18
dlxtn_1,1039
a21o_1,9
nand3b_1,10
a21oi_1,60
mux4_2,32
or4_1,8
a211oi_1,10
o22ai_1,26
a22oi_1,23
a211o_1,7
o2bb2ai_1,41
a221o_1,6
buf_4,52
a22o_1,41
mux2i_1,110
nand3_1,17
nor2_1,32
edfxtp_1,6
nand2b_1,26
nand2_1,51
-- cells by family (layout without fill, tap and decap cells) --
family                 count (synthesis)  after routing
AND/OR/NAND/NOR                      231            231
latches                             1039           1039
XOR/XNOR                               3              3
AND-OR/OR-AND                        588            588
other                                  2              7
flip-flops                             6              6
multiplexers                         215            215
buffers and inverters                187            251
-- per-stage QoR --
step | worst slack, ns | instance area [um2] | util
final | 12.40 | 27800 | 0.338
after global routing | 12.25 | 27800 | 0.338
after CTS | 12.40 | 27800 | 0.338
after detailed placement | 12.40 | 27700 | 0.337
after global placement | 12.46 | 27700 | 0.337
after floorplan | 15.68 | 25000 | -
-- per-layer routing --
layer | GRT usage | vias up | wire length (um)
met5 | 0 | - | 189
met3 | 0.0397 | 72 | 5010
met1 | 0.274 | 8507 | 34300
met2 | 0.284 | 460 | 35000
met4 | 0.0223 | 32 | 1000
li1 | - | 8280 | -
-- final timing paths --
path                            start                                 to  slack (ns)  depth (start not counted)
setup / recovery  INSTRUCT_ADDRESS[4]                    INSTRUCTION[29]       12.40                          9
hold / removal    INSTRUCT_ADDRESS[6]  INSTRUCT_MEM_ADDRESS[2]$_DFFE_PN_        6.00                          1
-- state kept, by name, summed over array words and instances (netlist names) --
| name | count |
|---|---|
| Tag_array | 15 |
| Cache_table | 1024 |
| INSTRUCT_MEM_ADDRESS | 6 |
-- power groups by stage --
stage     Sequential [mW]  Combinational, mW  Clock (mW)
4_1_cts             0.136              0.211      0.0227
5_1_grt             0.143              0.227      0.0233
6_report            0.136              0.209      0.0225
No activity file was given, so power comes from the tool's default toggle rates.
